==> design.v <==
module registroEntrada #(parameter cantidadBits = 5) (reloj, reset,
																		entradaOperandoA, entradaOperandoB, entradaSeleccionOperacion,
																		salidaOperandoA, salidaOperandoB, salidaSeleccionOperacion);
	input reloj;
	input reset;
	input [cantidadBits-1:0] entradaOperandoA;
	input [cantidadBits-1:0] entradaOperandoB;
	input [3:0] entradaSeleccionOperacion;
	output [cantidadBits-1:0] salidaOperandoA;
	output [cantidadBits-1:0] salidaOperandoB;
	output [3:0] salidaSeleccionOperacion;
	always @(posedge reloj) begin
		if (!reset) begin
			salidaOperandoA = entradaOperandoA;
			salidaOperandoB = entradaOperandoB;
			salidaSeleccionOperacion = entradaSeleccionOperacion;
		end
		else begin
			salidaOperandoA = 0;
			salidaOperandoB = 0;
			salidaSeleccionOperacion = 0;
		end
	end
endmodule 
==> run.sh <==
#!/bin/bash
# OpenROAD 26Q1-2900-gdf79404cd8, Yosys 0.63+post, stock flow scripts
make -C /OpenROAD-flow-scripts/flow DESIGN_CONFIG=/design/flow/config.mk WORK_HOME=/design/flow/orfs finish
==> config.mk <==
export PLATFORM = sky130hd
export DESIGN_NAME = registroEntrada
export DESIGN_NICKNAME = registroEntrada
export VERILOG_FILES = /design/flow/design.v
export SDC_FILE = /design/flow/constraint.sdc
export NUM_CORES = 4
export LEC_CHECK = 1
export CORE_AREA = 10 10 71 71
export DIE_AREA = 0 0 81 81
==> constraint.sdc <==
current_design registroEntrada

set clk_period 1.0
set clk_io_pct 0.2

create_clock -name clk0 -period $clk_period [get_ports {reloj}]

set non_clock_inputs [all_inputs -no_clocks]
set_input_delay [expr $clk_period * $clk_io_pct] -clock clk0 $non_clock_inputs
set_output_delay [expr $clk_period * $clk_io_pct] -clock clk0 [all_outputs]
==> flow_summary_export.csv <==
group,metric,value,unit
yosys,synth_area,408,sq um
power,irDropWorstVdd,0.453,mV
detailed_routing,firstDrtPassIters,2,
job,drv_cap,0,
yosys,synth.avg_cell_area,14.1,sq um
critical_path,worstPathMaxFanout,1,
critical_path,crit_buf_inv,1,
critical_path,cp_slowest_stage_delay,290,ps
detailed_routing,vias,291,
global_route,grtUsageTotal,3.01,%
global_route,grt_overflow,0,
detailed_routing,first_iter_violations,6,
placed_design,place_ws,-104,ps
sta,period_minus_slack,974,ps
detailed_routing,antenna_cells,0,
cells_and_area,stdcell_area,810,sq um
job,warnings,25,
power,p_total,1250,uW
critical_path,startpoint_type,"flip-flop",
yosys,ys_cells,29,
floorplan,rows,22,
floorplan,die_x,81,um
critical_path,worstSetupPathType,"flip-flop to output port",
critical_path,crit_family,"flip-flops",
detailed_routing,drc,0,
detailed_routing,wirelength,1.08,mm
global_route,first_global_vias,289,
placed_design,dpl_cell_area,767,sq um
global_route,grt_pass1_wl,1.42,mm
global_route,antenna_found_initial,0,
clock_network,clockBufferDepth,2,
critical_path,critPathArrivalTime,770,ps
floorplan,die-area,0.00656,sq mm
critical_path,cp_slowest_cell,"dfxtp_1",
detailed_routing,vias_per_cell,2.65,
power,p_per_area,1550,mW/mm^2
global_route,grt_max_degree,11,
cells_and_area,syn_to_final_growth,98.5,%
floorplan,fp_util,11.2,%
critical_path,crit_path_end_kind,"output port",
detailed_routing,wl_per_cell,9.78,um
sta,fmax,1030,MHz
clock_network,clock-root-buffer,"clkbuf_8",
sta,final_hold_viol_count,0,
yosys,ys_ff,14,
floorplan,design.core.area,0.00363,sq mm
sta,rsz0062_at_grt,"no",
power,p_leak,0.000355,uW
placed_design,dpl.hpwl,980,um
clock_network,clk_pin_slew,50,ps
yosys,syn_inst,29,
worst_hold_path,min_path_type,"primary input to flip-flop",
critical_path,cp_cell_sequence,"dlygate4sd2_1",
sta,setup_ws,25.7,ps
clock_network,cts_max_level,1,
clock_network,tritoncts,"yes",
cells_and_area,final_cell_mix,"clkdlybuf4s50_1, dlygate4sd2_1, dfxtp_1, nor2b_2, clkbuf_8",
cells_and_area,fill_cells,394,
critical_path,crit_required,800,ps
yosys,ys_types,5,
placed_design,gp_congestion,0.767,
sta,setup_viol,0,
cells_and_area,final_common_cell,"clkdlybuf4s50_1",
floorplan,die_h,81,um
clock_network,clock_sinks,14,
sta,slew-limit-headroom,87.2,%
sta,tightest_slew,192,ps
sta,finalClockPeriodUsage,97.4,%
floorplan,ios,30,
placed_design,port_buffers,29,
sta,fin_hold_ws,518,ps
sta,drv_slew,0,
clock_network,postCtsSetupBuffers,0,
sta,fin_tns_setup,0,ps
cells_and_area,final_layout_size_suffix_gt1_share,27.4,%
clock_network,cts_buffers,3,
yosys,yosys_warnings,7,
run_status,status,"finished clean",
yosys,ys_seq_share,68.7,%
detailed_routing,ant_nets,0,
yosys,yosys_area,408,sq um
[state kept, by name, indices dropped and copies added, names as in the netlist]
signal / cells
salidaOperandoA: 5
salidaSeleccionOperacion: 4
salidaOperandoB: 5
[through the flow]
stage / utilization, % / std cells
after floorplan: - / 29
after global placement: 21.1 / 106
after detailed placement: 21.1 / 106
after CTS: 22.2 / 110
after global routing: 22.3 / 110
final: 22.3 / 110
[Yosys cell counts]
library cell / number / area [sq um]
dfxtp_1: 14 / 280
nor2b_2: 10 / 87.6
and2b_1: 3 / 22.5
buf_6: 1 / 11.3
nor2b_1: 1 / 6.26
[what timing repair did]
action	in CTS	in global routing
setup endpoints to repair	14	2
hold buffers	0	0
gates resized	15	3
[final timing paths]
path / startpoint / endpoint / slack [ps] / depth (start not counted)
max: salidaSeleccionOperacion[3] / salidaSeleccionOperacion[3] / 30 / 1
min: entradaSeleccionOperacion[3] / salidaSeleccionOperacion[3] / 520 / 2
[routing by layer]
metal / wire, um / global-route usage (%) / vias to the layer above
li1: - / - / 151
met1: 373 / 2.76 / 121
met4: 0 / 0.173 / 0
met3: 223 / 3.12 / 0
met2: 479 / 4.86 / 19
met5: 0 / 0 / -
[logic make-up (layout without fill, tap and decap cells)]
logic type,count (synthesis),after routing,synth area share [%]
buffers and inverters,1,34,2.76
flip-flops,14,14,68.7
AND/OR/NAND/NOR,14,14,28.5
[power breakdown]
part           switching, uW  internal (uW)
Sequential              5.87            589
Clock                    174            347
Combinational           29.3            107
Total                    209           1040
[cell type report]
class | instances | area (sq um) | area share [%]
Multi-Input combinational cell | 14 | 116 | 14.4
Clock buffer | 4 | 55.1 | 6.80
Tap cell | 48 | 60.1 | 7.42
Sequential cell | 14 | 283 | 34.9
Timing Repair Buffer | 30 | 295 | 36.5
No activity file was given, so power comes from the tool's default toggle rates.
