$ cat /design/flow/design.v
module moduloControladorVGA (reloj, reinicio, colorEntrada, coordenadaDibujarX, coordenadaDibujarY, sincronizacionHorizontal, sincronizacionVertical, escalaRojo, escalaVerde, escalaAzul, sincronizacion, relojVGA, parpadeoVGA);
	input logic reloj;
	input logic reinicio;
	input logic [8:0] colorEntrada;
	output logic [9:0] coordenadaDibujarX;
	output logic [9:0] coordenadaDibujarY;
	output logic sincronizacionHorizontal;
	output logic sincronizacionVertical;
	output logic [7:0] escalaRojo;
	output logic [7:0] escalaVerde;
	output logic [7:0] escalaAzul;
	output logic sincronizacion;
	output logic relojVGA;
	output logic parpadeoVGA;
	parameter [9:0] CANTIDAD_CICLOS_ACTIVOS_HORIZONTAL = 10'b1001111111;  
	parameter [9:0] CANTIDAD_CICLOS_ANTES_PULSO_SINCRONIZACION_HORIZONTAL = 10'b0000001111;  
	parameter [9:0] CANTIDAD_CICLOS_PULSO_SINCRONIZACION_HORIZONTAL = 10'b0001011111;  
	parameter [9:0] CANTIDAD_CICLOS_DESPUES_PULSO_SINCRONIZACION_HORIZONTAL = 10'b0000101111;  
	parameter [9:0] CANTIDAD_LINEAS_ACTIVAS_VERTICAL = 10'b0111011111;  
	parameter [9:0] CANTIDAD_LINEAS_ANTES_PULSO_SINCRONIZACION_VERTICAL = 10'b0000001001;  
	parameter [9:0] CANTIDAD_LINEAS_PULSO_SINCRONIZACION_VERTICAL = 10'b0000000001;  
	parameter [9:0] CANTIDAD_LINEAS_DESPUES_PULSO_SINCRONIZACION_VERTICAL = 10'b0000100000;  
	parameter [1:0] ESTADO_HORIZONTAL_ACTIVO = 2'b00; 
	parameter [1:0] ESTADO_HORIZONTAL_ANTES_PULSO_SINCRONIZACION = 2'b01;
	parameter [1:0] ESTADO_HORIZONTAL_PULSO_SINCRONIZACION = 2'b10;
	parameter [1:0] ESTADO_HORIZONTAL_DESPUES_PULSO_SINCRONIZACION = 2'b11;
	parameter [1:0] ESTADO_VERTICAL_ACTIVO = 2'b00; 
	parameter [1:0] ESTADO_VERTICAL_ANTES_PULSO_SINCRONIZACION = 2'b01;
	parameter [1:0] ESTADO_VERTICAL_PULSO_SINCRONIZACION = 2'b10;
	parameter [1:0] ESTADO_VERTICAL_DESPUES_PULSO_SINCRONIZACION = 2'b11;
	reg registroSincronizacionHorizontal;
	reg registroSincronizacionVertical;
	reg [7:0] registroEscalaRojo;
	reg [7:0] registroEscalaVerde;
	reg [7:0] registroEscalaAzul;
	reg registroLineaHorizontalFinalizada;
	reg [9:0] registroContadorHorizontal;
	reg [9:0] registroContadorVertical;
	reg [1:0] registroEstadoHorizontalActual;
	reg [1:0] registroEstadoVerticalActual;
	always @(posedge reloj) begin
		if (reinicio == 1'b1) begin
			registroLineaHorizontalFinalizada <= 1'b0;
			registroContadorHorizontal <= 10'b0000000000;
			registroContadorVertical <= 10'b0000000000;
			registroEstadoHorizontalActual <= ESTADO_HORIZONTAL_ACTIVO;
			registroEstadoVerticalActual <= ESTADO_VERTICAL_ACTIVO;
		end
		else begin
			if (registroEstadoHorizontalActual == ESTADO_HORIZONTAL_ACTIVO) begin
				if (registroContadorHorizontal == CANTIDAD_CICLOS_ACTIVOS_HORIZONTAL) begin
					registroContadorHorizontal <= 10'b0000000000;
					registroEstadoHorizontalActual <= ESTADO_HORIZONTAL_ANTES_PULSO_SINCRONIZACION;
				end
				else begin
					registroContadorHorizontal <= registroContadorHorizontal + 1'b1;
					registroEstadoHorizontalActual <= ESTADO_HORIZONTAL_ACTIVO;
				end
				registroSincronizacionHorizontal <= 1'b1;
				registroLineaHorizontalFinalizada <= 1'b0;
			end
			if (registroEstadoHorizontalActual == ESTADO_HORIZONTAL_ANTES_PULSO_SINCRONIZACION) begin
				if (registroContadorHorizontal == CANTIDAD_CICLOS_ANTES_PULSO_SINCRONIZACION_HORIZONTAL) begin
					registroContadorHorizontal <= 10'b0000000000;
					registroEstadoHorizontalActual <= ESTADO_HORIZONTAL_PULSO_SINCRONIZACION;
				end
				else begin
					registroContadorHorizontal <= registroContadorHorizontal + 1'b1;
					registroEstadoHorizontalActual <= ESTADO_HORIZONTAL_ANTES_PULSO_SINCRONIZACION;
				end
				registroSincronizacionHorizontal <= 1'b1;
				registroLineaHorizontalFinalizada <= 1'b0;
			end
			if (registroEstadoHorizontalActual == ESTADO_HORIZONTAL_PULSO_SINCRONIZACION) begin
				if (registroContadorHorizontal == CANTIDAD_CICLOS_PULSO_SINCRONIZACION_HORIZONTAL) begin
					registroContadorHorizontal <= 10'b0000000000;
					registroEstadoHorizontalActual <= ESTADO_HORIZONTAL_DESPUES_PULSO_SINCRONIZACION;
				end 
				else begin
					registroContadorHorizontal <= registroContadorHorizontal + 1'b1;
					registroEstadoHorizontalActual <= ESTADO_HORIZONTAL_PULSO_SINCRONIZACION;
				end
				registroSincronizacionHorizontal <= 1'b0;
				registroLineaHorizontalFinalizada <= 1'b0;
			end
			if (registroEstadoHorizontalActual == ESTADO_HORIZONTAL_DESPUES_PULSO_SINCRONIZACION) begin
				if (registroContadorHorizontal == CANTIDAD_CICLOS_DESPUES_PULSO_SINCRONIZACION_HORIZONTAL) begin
					registroContadorHorizontal <= 10'b0000000000;
					registroEstadoHorizontalActual <= ESTADO_HORIZONTAL_ACTIVO;
				end
				else begin 
					registroContadorHorizontal <= registroContadorHorizontal + 1'b1;
					registroEstadoHorizontalActual <= ESTADO_HORIZONTAL_DESPUES_PULSO_SINCRONIZACION;
				end
				if (registroContadorHorizontal == (CANTIDAD_CICLOS_DESPUES_PULSO_SINCRONIZACION_HORIZONTAL-1'b1)) begin
					registroLineaHorizontalFinalizada <= 1'b1;
				end
				else begin
					registroLineaHorizontalFinalizada <= 1'b0;
				end
				registroSincronizacionHorizontal <= 1'b1;
			end
			if (registroEstadoVerticalActual == ESTADO_VERTICAL_ACTIVO) begin
				if (registroLineaHorizontalFinalizada == 1'b1) begin
					if (registroContadorVertical == CANTIDAD_LINEAS_ACTIVAS_VERTICAL) begin
						registroContadorVertical <= 10'b0000000000;
						registroEstadoVerticalActual <= ESTADO_VERTICAL_ANTES_PULSO_SINCRONIZACION;
					end
					else begin
						registroContadorVertical <= registroContadorVertical + 1'b1;
						registroEstadoVerticalActual <= ESTADO_VERTICAL_ACTIVO;
					end
				end
				else begin
					registroContadorVertical <= registroContadorVertical;
				end
				registroSincronizacionVertical <= 1'b1;
			end
			if (registroEstadoVerticalActual == ESTADO_VERTICAL_ANTES_PULSO_SINCRONIZACION) begin
				if (registroLineaHorizontalFinalizada == 1'b1) begin
					if (registroContadorVertical == CANTIDAD_LINEAS_ANTES_PULSO_SINCRONIZACION_VERTICAL) begin
						registroContadorVertical <= 10'b0000000000;
						registroEstadoVerticalActual <= ESTADO_VERTICAL_PULSO_SINCRONIZACION;
					end
					else begin
						registroContadorVertical <= registroContadorVertical + 1'b1;
						registroEstadoVerticalActual <= ESTADO_VERTICAL_ANTES_PULSO_SINCRONIZACION;
					end
				end
				else begin
					registroContadorVertical <= registroContadorVertical;
				end
				registroSincronizacionVertical <= 1'b1;
			end
			if (registroEstadoVerticalActual == ESTADO_VERTICAL_PULSO_SINCRONIZACION) begin
				if (registroLineaHorizontalFinalizada == 1'b1) begin
					if (registroContadorVertical == CANTIDAD_LINEAS_PULSO_SINCRONIZACION_VERTICAL) begin
						registroContadorVertical <= 10'b0000000000;
						registroEstadoVerticalActual <= ESTADO_VERTICAL_DESPUES_PULSO_SINCRONIZACION;
					end
					else begin
						registroContadorVertical <= registroContadorVertical + 1'b1;
						registroEstadoVerticalActual <= ESTADO_VERTICAL_PULSO_SINCRONIZACION;
					end
				end
				else begin
					registroContadorVertical <= registroContadorVertical;
				end
				registroSincronizacionVertical <= 1'b0;
			end
			if (registroEstadoVerticalActual == ESTADO_VERTICAL_DESPUES_PULSO_SINCRONIZACION) begin
				if (registroLineaHorizontalFinalizada == 1'b1) begin
					if (registroContadorVertical == CANTIDAD_LINEAS_DESPUES_PULSO_SINCRONIZACION_VERTICAL) begin
						registroContadorVertical <= 10'b0000000000;
						registroEstadoVerticalActual <= ESTADO_VERTICAL_ACTIVO;
					end
					else begin
						registroContadorVertical <= registroContadorVertical + 1'b1;
						registroEstadoVerticalActual <= ESTADO_VERTICAL_DESPUES_PULSO_SINCRONIZACION;
					end
				end
				else begin
					registroContadorVertical <= registroContadorVertical;
				end
				registroSincronizacionVertical <= 1'b1;
			end
			if (registroEstadoHorizontalActual == ESTADO_HORIZONTAL_ACTIVO) begin
				if (registroEstadoVerticalActual == ESTADO_VERTICAL_ACTIVO) begin
					registroEscalaRojo <= {colorEntrada[8:6], 5'b00000};
					registroEscalaVerde <= {colorEntrada[5:3], 5'b00000};
					registroEscalaAzul <= {colorEntrada[2:0], 5'b00000};
				end
				else begin
					registroEscalaRojo <= 8'b00000000;
					registroEscalaVerde <= 8'b00000000;
					registroEscalaAzul <= 8'b00000000;
				end
			end
			else begin
				registroEscalaRojo <= 8'b00000000;
				registroEscalaVerde <= 8'b00000000;
				registroEscalaAzul <= 8'b00000000;
			end
		end
	end
	assign sincronizacionHorizontal = registroSincronizacionHorizontal;
	assign sincronizacionVertical = registroSincronizacionVertical;
	assign escalaRojo = registroEscalaRojo;
	assign escalaVerde = registroEscalaVerde;
	assign escalaAzul = registroEscalaAzul;
	assign relojVGA = reloj;
	assign sincronizacion = 1'b0;
	assign parpadeoVGA = registroSincronizacionHorizontal & registroSincronizacionVertical;
	assign coordenadaDibujarX = (registroEstadoHorizontalActual == ESTADO_HORIZONTAL_ACTIVO)? registroContadorHorizontal : 10'b0000000000; 
	assign coordenadaDibujarY = (registroEstadoVerticalActual == ESTADO_VERTICAL_ACTIVO)? registroContadorVertical : 10'b0000000000; 
	endmodule 
$ cat /design/flow/run.sh
#!/bin/bash
# OpenROAD 26Q1-2900-gdf79404cd8, Yosys 0.63+post, stock flow scripts
make -C /OpenROAD-flow-scripts/flow DESIGN_CONFIG=/design/flow/config.mk WORK_HOME=/design/flow/orfs finish
$ cat /design/flow/constraint.sdc
current_design moduloControladorVGA

set clk_period 4.3
set clk_io_pct 0.2

create_clock -name clk0 -period $clk_period [get_ports {reloj}]

set non_clock_inputs [all_inputs -no_clocks]
set_input_delay [expr $clk_period * $clk_io_pct] -clock clk0 $non_clock_inputs
set_output_delay [expr $clk_period * $clk_io_pct] -clock clk0 [all_outputs]
$ cat /design/flow/config.mk
export PLATFORM = sky130hd
export DESIGN_NAME = moduloControladorVGA
export DESIGN_NICKNAME = moduloControladorVGA
export VERILOG_FILES = /design/flow/design.v
export SDC_FILE = /design/flow/constraint.sdc
export NUM_CORES = 4
export LEC_CHECK = 1
export CORE_UTILIZATION = 40
==> flow_summary.json <==
{
  "ys_chip_area_um2": 2400,
  "clk_latency_ns": 0.40,
  "drive_above_1_share_pct": 8.39,
  "route.detailed.drc": 0,
  "synth_cell_types": 58,
  "yosysMostFrequentCell": "dfxtp_1",
  "p_leak_nw": 1.02,
  "postSynthCellCount": 274,
  "power.density_nw_per_um2": 297,
  "cts_hold_buffers": 0,
  "cp_top_family": "buffers and inverters",
  "worstPathCellList": "clkbuf_8, clkbuf_8, clkdlybuf4s50_1",
  "finalSetupViolations": 0,
  "status": "complete, no violations",
  "final_util_pct": 51.5,
  "grt_pass1_wl_mm": 8.80,
  "antenna_left": 0,
  "grtUsageTotal_pct": 17.7,
  "path_clk_slew_ns": 0.07,
  "cts_tree": "built",
  "top_area_cell": "dfxtp_1",
  "yosys_cells": 274,
  "cts_setup_buffers": 0,
  "drv_slew": 0,
  "ys.flops": 40,
  "vias": 2048,
  "synthToLayoutAreaGrowth_pct": 21.0,
  "crit_required_ns": 3.44,
  "die_h_um": 79.5,
  "die_x_um": 79.5,
  "synth_area_um2": 2400,
  "rows": 27,
  "ys_warn_count": 1,
  "worstMarginPinSlew_ns": 0.707,
  "vias_per_cell": 5.36,
  "dominantRegCellSynth": "dfxtp_1",
  "crit_type": "clock port to output pin",
  "wl_mm": 5.27,
  "maxCapViolCount": 0,
  "start_kind": "clock port",
  "async_reset_ff_share_pct": 0,
  "gp_congestion": 0.859,
  "synthTopCellsByArea": "dfxtp_1, edfxtp_1, buf_4, and2_1, nand2_1",
  "critPathBufInv": 3,
  "warnings": 29,
  "cts_resized": 0,
  "drt_pass1_iterations": 4,
  "antenna_found_initial": 0,
  "rsz0062_at_grt": "no",
  "design.core.area_um2": 5640,
  "critPathArrivalTime_ns": 2.76,
  "synthTopCellsByCount": "dfxtp_1, nand2_1, and2_1, nor2_1, buf_4",
  "slew_headroom_pct": 52.2,
  "place_hpwl_mm": 3.55,
  "syn_avg_cell_area_um2": 8.77,
  "critPathCaptureType": "output pin",
  "cpPeakStageDelay_ns": 0.39,
  "critPathMaxFanout": 2,
  "critical-path-slowest-cell": "clkdlybuf4s50_1",
  "edf_count": 11,
  "grt_max_degree": 31,
  "fin_setup_tns_ns": 0,
  "wl_per_cell_um": 13.8,
  "port_buffers": 43,
  "fp_util_pct": 42.6,
  "io_pins": 60,
  "diodes": 0,
  "chipArea_um2": 6320,
  "synth_top_area_share_pct": 24.2,
  "synth_seq_share_pct": 37.9,
  "cpMostUsedCell": "clkbuf_8",
  "whs_ns": 0.517,
  "ir_drop_mv": 0.253,
  "fin_skew_ns": 0.00728,
  "grt_pass1_vias": 1772,
  "drtIter0Drc": 234,
  "gr-total-overflow": 0,
  "hold_violations": 0,
  "hp-class": "register to register"
}
-- worst reg2reg max path, delay by kind of cell (launching register included) --
kind            cells  cell delay, ns
compound gates      2            0.29
fa+ha+maj           1            0.25
flops               1            0.45
simple gates        3            1.14
-- per-layer routing --
layer  part of all wire [%]  up-vias  global-route usage (%)
li1                       -     1030                       -
met3                    8.2        5                    3.71
met1                     48      924                    27.7
met4                    1.0        0                    2.18
met5                      0        -                       0
met2                     43       89                    26.3
-- cell families (layout without fill, tap and decap cells) --
group | Yosys count | in the layout | synth area share (%)
flip-flops | 40 | 40 | 37.9
AND-OR/OR-AND | 47 | 47 | 13.6
other | 1 | 16 | 0.156
XOR/XNOR | 6 | 6 | 2.19
adder cells (fa/ha/maj) | 5 | 5 | 2.60
buffers and inverters | 44 | 65 | 11.6
AND/OR/NAND/NOR | 131 | 131 | 31.9
-- worst paths after layout --
path | start | to | slack, ns | cells after the start
setup reg to reg | registroContadorVertical[0] | registroContadorVertical[6] | 2.04 | 6
hold / removal | registroContadorHorizontal[0] | registroContadorHorizontal[0] | 0.52 | 2
hold reg to reg | registroContadorHorizontal[0] | registroContadorHorizontal[0] | 0.52 | 2
setup / recovery | reloj | relojVGA | 0.68 | 3
-- flip-flops by register name (all words and copies together) (netlist names) --
name / flops
registroContadorHorizontal: 10
registroContadorVertical: 10
registroEstadoHorizontalActual: 4
registroEstadoVerticalActual: 4
registroEscalaAzul: 3
registroEscalaRojo: 3
registroEscalaVerde: 3
registroLineaHorizontalFinalizada: 1
registroSincronizacionHorizontal: 1
registroSincronizacionVertical: 1
-- power by group --
part | internal [mW] | leakage, nW | switching, mW
registers | 0.398 | 0.338 | 0.0139
logic | 0.0387 | 0.606 | 0.0216
clock network | 0.246 | 0.0796 | 0.146
-- per-stage QoR --
stage	power, mW	area (um2)	cells	setup WS, ns
after global placement	0.497	2760	371	0.923
after CTS	0.878	2910	382	0.669
after floorplan	0.470	2460	289	1.19
after global routing	0.910	2910	382	0.657
final	0.864	2910	382	0.679
after detailed placement	0.497	2760	371	0.923
-- area by class of cell --
class                           count  area [um2]
Multi-Input combinational cell    205        1270
Clock buffer                        9         120
Inverter                            9        33.8
Tap cell                           72        90.1
Sequential cell                    40         911
Clock inverter                      3        42.5
Fill cell                         538        2730
Timing Repair Buffer               44         435
-- cell usage in the layout (no fill, tap or decap), types with 2 or more instances in the layout --
cell type,n
clkbuf_8,8
and3_1,12
nor3_1,8
nor4_1,5
clkdlybuf4s50_1,43
a2bb2oi_1,2
a31oi_1,5
and2_1,19
or4b_1,2
nand2b_1,3
nor2_1,19
buf_4,2
xnor2_1,3
nand3_1,14
nand4_1,8
edfxtp_1,11
a41oi_1,2
nor4b_1,2
o21ai_0,3
ha_1,5
or3_1,3
xor2_1,3
a211oi_1,5
nand2_1,22
inv_1,9
dfxtp_1,29
conb_1,16
and4_2,2
a21oi_1,15
Power is estimated from default activity; no workload was simulated.
