==> design.v <==
module moduloContadorSegundos (reloj, reinicio, cantidadSegundosTranscurridos);
	input logic reloj;
	input logic reinicio;
	output logic [3:0] cantidadSegundosTranscurridos;
	reg [25:0] cantidadCiclosTranscurridos;
	always @(posedge reloj) begin
		if (reinicio == 1'b1) begin
			cantidadCiclosTranscurridos = 0;
			cantidadSegundosTranscurridos = 0;
		end
		else begin
			if (cantidadCiclosTranscurridos >= 26'b10111110101111000010000000) begin
				cantidadCiclosTranscurridos = 0;
				if (cantidadSegundosTranscurridos == 4'b1111) cantidadSegundosTranscurridos = 0;
				else cantidadSegundosTranscurridos = cantidadSegundosTranscurridos + 1;
			end
			else cantidadCiclosTranscurridos = cantidadCiclosTranscurridos + 1;
		end
	end
endmodule 
==> run.sh <==
#!/bin/bash
# OpenROAD 26Q1-2900-gdf79404cd8, Yosys 0.63+post, stock flow scripts
make -C /OpenROAD-flow-scripts/flow DESIGN_CONFIG=/design/flow/config.mk WORK_HOME=/design/flow/orfs finish
==> config.mk <==
export PLATFORM = sky130hd
export DESIGN_NAME = moduloContadorSegundos
export DESIGN_NICKNAME = moduloContadorSegundos
export VERILOG_FILES = /design/flow/design.v
export SDC_FILE = /design/flow/constraint.sdc
export NUM_CORES = 4
export LEC_CHECK = 1
export CORE_AREA = 10 10 92 92
export DIE_AREA = 0 0 102 102
==> constraint.sdc <==
current_design moduloContadorSegundos

set clk_period 2.8
set clk_io_pct 0.2

create_clock -name clk0 -period $clk_period [get_ports {reloj}]

set non_clock_inputs [all_inputs -no_clocks]
set_input_delay [expr $clk_period * $clk_io_pct] -clock clk0 $non_clock_inputs
set_output_delay [expr $clk_period * $clk_io_pct] -clock clk0 [all_outputs]
==> results_dict.tcl <==
# collected from the flow reports
set metrics [dict create \
    status "finished clean" \
    fmax_mhz 459.3 \
    drt-total-wl_um 2379 \
    antennaDiodeCount 0 \
    edf_count 0 \
    crit_chain "ha_1 > inv_1 > or4_1 > nor4_1 > xnor2_1 > nor2_2" \
    antenna_found_initial 0 \
    finalHoldViolations 0 \
    setup_slack_ns 0.6228 \
    crit_start "cantidadCiclosTranscurridos[0]" \
    post_cts_buffers 0 \
    num_io_pins 6 \
    path_max_fanout 7 \
    portBuffers 5 \
    flop_cell "dfxtp_1" \
    chipArea_um2 10400 \
    cp-end-kind "flip-flop" \
    ctsResizeCount 0 \
    finalSetupViolCount 0 \
    r2r_slack_ns 0.62 \
    fp_util_pct 20.96 \
    min_period_over_period_pct 77.76 \
    drtPass1Iterations 4 \
    die_x_um 102 \
    async_flop_share_pct 0 \
    tightestPinTransition_ns 0.6409 \
    required_ns 2.95 \
    drc 0 \
    critPathSlowestCell "or4_1" \
    vias 1044 \
    row_count 29 \
    setup-tns-final_ns 0 \
    crit_path_max_incr_delay_ns 0.69 \
    synth_area_per_cell_um2 8.409 \
    ir_drop_uv 285.8 \
    min_path_type "flip-flop to flip-flop" \
    wire_per_inst_um 9.478 \
    p_leak_nw 0.5196 \
    p_per_area_nw_per_um2 503.1 \
    ys_ff 30 \
    die_h_um 102 \
    clockBufferDepth 2 \
    cts-root-buf "clkbuf_8" \
    drive_gt1_share_pct 8.621 \
    insertion_delay_ns 0.28 \
    top_cells_by_area "dfxtp_1 (44%), nor2_1 (9.7%), xnor2_1 (7.8%)" \
    grt_overflow 0 \
    cts.reportedPaths.clkPinSlew_ns 0.06 \
    yosys_warnings 1 \
    htreeDepth 2 \
    min_from "cantidadSegundosTranscurridos[3]" \
    ys_seq_share_pct 44.36 \
    ys_cells 161 \
    synth_dominant_cell_count "nor2_1" \
    worst_clock_skew_ns 0.003129 \
    drv_cap 0 \
    core_region_area_um2 6459 \
    synth.distinct_cells 27 \
    grt_max_degree 20 \
    place_ws_ns 0.6262 \
    yosysChipArea_um2 1354 \
    ant_nets 0 \
    synth_area_um2 1354 \
    clock-sinks 30 \
    cts_tree "built" \
    r2r-start "cantidadCiclosTranscurridos[0]" \
    largest_area_cell "dfxtp_1" \
    vias_per_cell 4.159 \
    cp_data_arrival_time_ns 2.32 \
    grt_usage_pct 4.855 \
    slew_headroom_pct 57.17 \
    syn2layout_area_growth_pct 18.30 \
    cts_made_buffers 5 \
    cts_hold_buf 0 \
    min_period_ns 2.177 \
    grt_pass1_wl_um 4257 \
    tool_warnings 27 \
    critPathKind "flip-flop to flip-flop" \
    synth_cells 161 \
    synth.top_cells.by_count "nor2_1 (35), dfxtp_1 (30), nand2_1 (16)" \
    finalMaxSlewViolations 0 \
    dpl.hpwl_um 1669 \
    grt_pass1_vias 944 \
    drtIter0Drc 51 \
    start_kind "flip-flop" \
    synth.top_cell.area_share_pct 44.36 \
    rsz0062_at_grt "no" \
    place_congestion 0.7899 \
]
-- final timing paths --
path,end,cells past startpoint
hold / removal,cantidadSegundosTranscurridos[3],1
hold reg to reg,cantidadSegundosTranscurridos[3],1
setup / recovery,cantidadCiclosTranscurridos[22],6
setup reg to reg,cantidadCiclosTranscurridos[22],6
-- report_power, final --
group	internal (W)	switching [W]	leakage, nW	total (W)
Clock	0.000198	0.000153	0.0482	0.000351
Combinational	0.00000758	0.0000111	0.229	0.0000186
Sequential	0.000431	0.00000538	0.242	0.000436
-- critical path, delay by kind of cell (launching register included) --
kind / cells / cell delay [ns]
xor+xnor: 1 / 0.18
fa+ha+maj: 1 / 0.28
buf+inv: 1 / 0.05
flops: 1 / 0.43
simple gates: 3 / 1.11
-- sequential cells by signal, summed over array words and instances (netlist names) --
register                       cells
cantidadCiclosTranscurridos       26
cantidadSegundosTranscurridos      4
-- metrics by stage --
stage | std cells | power (W) | utilization [%] | instance area (um2) | hold WS, ns
after floorplan | 161 | 0.0004563 | - | 1354 | 0.4352
after global placement | 243 | 0.0004631 | 23.38 | 1510 | 0.4812
after detailed placement | 243 | 0.0004637 | 23.38 | 1510 | 0.4916
after CTS | 251 | 0.0008174 | 24.80 | 1602 | 0.5006
after global routing | 251 | 0.0008417 | 24.80 | 1602 | 0.5272
final | 251 | 0.0008058 | 24.80 | 1602 | 0.5005
-- placed cells by master, fill, tap and decap left out, types with 5 or more instances in the layout --
master	netlist	final
inv_1	9	9
dfxtp_1	30	30
nor2_1	35	35
xnor2_1	12	12
nand3_1	7	7
xor2_1	11	11
clkbuf_8	0	6
clkdlybuf4s50_1	0	5
nand4_1	8	8
nand2_1	16	16
nor3_1	5	5
-- layout make-up --
| type | instances | area [um2] |
|---|---|---|
| tap | 77 | 96.34 |
| fill | 690 | 4857 |
| inverter | 9 | 33.78 |
| sequential | 30 | 600.6 |
| timing repair buffer | 8 | 72.57 |
| clock inverter | 1 | 5.005 |
| multi-input combinational | 119 | 706.9 |
| clock buffer | 7 | 86.33 |
-- routing by layer --
layer / global-route usage, % / vias to the layer above / share of wire, %
li1: - / 560 / -
met1: 6.607 / 464 / 52
met2: 7.160 / 16 / 40
met3: 1.977 / 4 / 5.1
met4: 0.9761 / 0 / 1.9
met5: 0 / - / 0
-- cells by family (layout without fill, tap and decap cells) --
family	Yosys count	count (layout)	share of synthesized area (%)
adder cells (fa/ha/maj)	3	3	2.773
buffers and inverters	12	25	3.419
flip-flops	30	30	44.36
multiplexers	2	2	1.479
AND/OR/NAND/NOR	81	81	27.17
XOR/XNOR	23	23	14.88
AND-OR/OR-AND	10	10	5.914
Power is estimated from default activity; no workload was simulated.
